**./design.v**
```verilog
module data_mem #(parameter AW=8)(
  input              CLK,                 
  input    [AW-1:0]  DataAddress,		  
  input              ReadMem,			  
  input              WriteMem,			  
  input       [7:0]  DataIn,			  
  output logic[7:0] DataOut);			  
  logic [7:0] mem_core [2**AW]; 		  
  always_comb							  
    if(ReadMem) begin
      DataOut = mem_core[DataAddress];
    end else 
      DataOut = 16'bZ;			          
  always_ff @ (posedge CLK)	              
    if(WriteMem) begin
      mem_core[DataAddress] <= DataIn;
    end
endmodule
```
**./config.mk**
```make
export PLATFORM = sky130hd
export DESIGN_NAME = data_mem
export DESIGN_NICKNAME = data_mem
export VERILOG_FILES = /design/flow/design.v
export SDC_FILE = /design/flow/constraint.sdc
export NUM_CORES = 4
export LEC_CHECK = 1
export CORE_UTILIZATION = 30
```
**./run.sh**
```bash
#!/bin/bash
# OpenROAD 26Q1-2900-gdf79404cd8, Yosys 0.63+post, stock flow scripts
make -C /OpenROAD-flow-scripts/flow DESIGN_CONFIG=/design/flow/config.mk WORK_HOME=/design/flow/orfs finish
```
**./constraint.sdc**
```tcl
current_design data_mem

set clk_period 21.8
set clk_io_pct 0.2

create_clock -name clk0 -period $clk_period [get_ports {CLK}]

set non_clock_inputs [all_inputs -no_clocks]
set_input_delay [expr $clk_period * $clk_io_pct] -clock clk0 $non_clock_inputs
set_output_delay [expr $clk_period * $clk_io_pct] -clock clk0 [all_outputs]
```
==> reports/metrics.csv <==
metric,value,unit
run status,finished clean,
CTS tree,done,
number of buffers inserted for hold repair after clock tree synthesis,0,
Final Cell Area,89300,sq um
type of the tightest min-delay check,input port to flip-flop,
worst relative slew slack,27.9,%
cell count after synthesis,3539,
wire length of the first global-routing pass,270,mm
remaining routing DRC violations,0,
first-pass iteration count of the detailed router,5,
worst vdd ir,0.0723,mV
tool warning count,27,
post-synthesis cell area,78300,sq um
Setup crit end kind,primary output,
post-DR vias/cell,5.03,
number of pins with negative max-slew slack in the final report,0,
distinct lib cells,21,
# IOs,27,
number of placed cells counting well taps,6895,
ys flops,2048,
proportion of layout cells with a drive suffix above 1,24.9,%
maximum clock frequency,71.2,MHz
Iter 0 DRT Violations,2410,
Ys Warns,2,
share of synthesized area occupied by flip-flops and latches,78.5,%
portion of synthesized cell area occupied by the leading cell type,78.5,%
setup violation total in the final timing report,0,
Post-CTS Repair Setup Buffers,0,
cell accounting for the most synthesized area,edfxtp_1,
die height,513,microns
maximum number of pins on one net before global-route repair,95,
critical path's slowest cell,o41ai_1,
vias in the first global route,40728,
total negative setup slack,0,ps
die width,513,microns
cell at the root of the clock tree,clkbuf_16,
Max Root-Sink Buffers,3,
worst path required time,17440,ps
via count,36554,
critical path data arrival time,9690,ps
leakage power,26.5,nW
start point of the critical path,DataAddress[1],
critical path peak fanout,87,
Final min period,14050,ps
Setup crit end,DataOut[4],
Row Count,187,
total global-route track usage,15.1,%
core area,260000,sq um
average cell area after synthesis,22.1,sq um
cell chain of the critical path,buf_8 > buf_12 > buf_4 > buf_4 > mux4_2 > a22oi_1 > a21oi_1 > o41ai_1 > nand4_1 > clkdlybuf4s50_1,
ys cells,3539,
delay contributed by the slowest stage of the critical path,960,ps
Inserted Clock Buffers,202,
startpoint type of the worst setup path,input port,
Max-Cap Viols,0,
GRT overflow,0,
total number of clock tree sinks,2048,
final HPWL from detailed placement,109,mm
Main area contributors,"edfxtp_1, mux4_2, a22oi_1",
path type of the worst setup path,input port to primary output,
total power per unit cell area,89.2,nW/um^2
"Hold Violations, Final",0,
die outline area,263000,sq um
routed wire length,185,mm
maximum level of the CTS H-tree,4,
area of placed instances,83100,sq um
DRT antenna net count,0,
post-layout utilization of the core,34.4,%
unrepaired setup endpoints after global routing,false,
Post-Layout Cell Count,7264,
biggest regs,mem_core (2048),
fraction of the cycle the final worst path needs,64.5,%
post-CTS clock slew at the launch and capture registers of the worst setup and hold paths,50,ps
P&R area growth vs syn,14.0,%
placer's final routability congestion estimate,0.852,
initial core utilization,30.2,%
max reg flops,2048,
slew at the pin with the worst max-slew slack,1070,ps
Top reg by flops,mem_core,
cell repeated most along the worst path,buf_4,
cell depth of the worst hold path,1,
initial antenna violation count,10,
port bufs,25,
synthesized chip area reported by yosys,78300,sq um
post-cts repair resize count,0,
routed len/inst,25.4,microns
## metrics by stage
step           total power, mW  hold WS [ps]  worst slack [ps]
6_report                  7.97          4000              7750
5_1_grt                   8.20          3990              7650
4_1_cts                   8.04          3980              7820
3_5_place_dp              4.79          4860              7840
3_3_place_gp              4.79          4860              7800
2_1_floorplan             4.62          4460             11340
## worst min path at each step
stage / slack, ps / end / startpoint
final: 4000 / mem_core[82][3]$_DFFE_PP_ / DataIn[3]
after global routing: 3990 / mem_core[82][3]$_DFFE_PP_ / DataIn[3]
after CTS: 3980 / mem_core[70][2]$_DFFE_PP_ / DataIn[2]
## per-layer routing
| metal | wire, microns | vias to the layer above | global-route usage [%] |
|---|---|---|---|
| met2 | 88900 | 1940 | 23.4 |
| met1 | 62000 | 18822 | 17.0 |
| met5 | 212 | - | 0.457 |
| met4 | 7240 | 14 | 4.63 |
| met3 | 26300 | 373 | 10.2 |
| li1 | - | 15405 | - |
## cells in the mapped netlist
library cell  instances
o41ai_1              32
clkbuf_1            145
buf_6                16
nand3_1              13
nor3_1               30
inv_1                 1
or3_1                 1
mux4_2              512
buf_1                19
or2_2                 2
buf_4                16
a22oi_1             256
and2_1                3
nand2b_1              6
nand4_1               8
nand2_1              28
nor2b_1               7
nor2_1              232
buf_2                36
a21oi_1             128
edfxtp_1           2048
## cell families after synthesis
group	Yosys count	synth area share (%)
flip-flops	2048	78.5
multiplexers	512	14.7
buffers and inverters	233	1.40
AND-OR/OR-AND	416	3.63
AND/OR/NAND/NOR	330	1.74
## critical path, delay by kind of cell
family                 cells  cell delay, ps
buffers and inverters      5            2630
multiplexers               1             440
AND-OR/OR-AND              3            1440
AND/OR/NAND/NOR            1             620
## power by group
part | switching, mW | internal, mW
Clock | 1.46 | 1.81
Sequential | 0.00168 | 4.34
Combinational | 0.236 | 0.125
Total | 1.69 | 6.27
## cell type report
cell class                 instances  area, sq um
fill                           23745       170000
sequential                      2048        61500
multi-input combinational       1258        15800
clock buffer                     251         5240
tap                             3402         4260
timing repair buffer             186         1560
clock inverter                   116          962
antenna                            2         5.00
inverter                           1         3.75
## placed cells by master, fill, tap and decap left out, types with 4 or more instances in the layout
| cell | count |
|---|---|
| clkinv_1 | 52 |
| clkinv_16 | 4 |
| nand2_1 | 27 |
| nor3_1 | 30 |
| clkdlybuf4s50_1 | 15 |
| edfxtp_1 | 2048 |
| clkbuf_1 | 49 |
| a21oi_1 | 128 |
| clkbuf_16 | 202 |
| bufinv_16 | 8 |
| buf_4 | 157 |
| clkinv_2 | 33 |
| nor2b_1 | 5 |
| mux4_2 | 512 |
| nand4_1 | 8 |
| clkinvlp_4 | 4 |
| nand2b_1 | 4 |
| buf_12 | 4 |
| clkinv_8 | 4 |
| inv_16 | 4 |
| a22oi_1 | 256 |
| nor2_1 | 231 |
| o41ai_1 | 31 |
| inv_6 | 4 |
| buf_8 | 10 |
| nand3_1 | 11 |
Power figures rest on the tool's default switching activity, not on a simulated workload.
