==> /design/flow/config.mk <==
export PLATFORM = sky130hd
export DESIGN_NAME = reg_file
export DESIGN_NICKNAME = reg_file
export VERILOG_FILES = /design/flow/design.v
export SDC_FILE = /design/flow/constraint.sdc
export NUM_CORES = 4
export LEC_CHECK = 1
export CORE_UTILIZATION = 30
==> /design/flow/constraint.sdc <==
current_design reg_file

set clk_period 3.2
set clk_io_pct 0.2

create_clock -name clk0 -period $clk_period [get_ports {CLK}]

set non_clock_inputs [all_inputs -no_clocks]
set_input_delay [expr $clk_period * $clk_io_pct] -clock clk0 $non_clock_inputs
set_output_delay [expr $clk_period * $clk_io_pct] -clock clk0 [all_outputs]
==> /design/flow/design.v <==
module reg_file #(parameter W=8, D=4)(		  
  input           CLK,
                  write_en,
  input  [ D-1:0] raddrA,
                  raddrB,
                  waddr,
  input  [ W-1:0] data_in,
  output [ W-1:0] data_outA,
  output logic [W-1:0] data_outB
    );
logic [W-1:0] registers[2**D];	   
assign      data_outA = raddrA? registers[raddrA] : '0;	  
always_comb data_outB = registers[raddrB];                
always_ff @ (posedge CLK)
  if (write_en && waddr)	                              
    registers[waddr] <= data_in;
endmodule
==> /design/flow/run.sh <==
#!/bin/bash
# OpenROAD 26Q1-2900-gdf79404cd8, Yosys 0.63+post, stock flow scripts
make -C /OpenROAD-flow-scripts/flow DESIGN_CONFIG=/design/flow/config.mk WORK_HOME=/design/flow/orfs finish
==> metrics.yaml <==
floorplanning:
  initial_core_util_pct: 30.80
  die_w_um: 143.8
  rows: 51
  io_pins: 38
  chipArea_um2: 20680
  core_um2: 19590
  die_h_um: 143.8
power_and_ir_drop:
  finalPower_mw: 4.123
  power_density_nw_per_um2: 543.5
  leakagePower_nw: 2.611
  vdd_ir_drop_max_uv: 364.4
global_route:
  overflow: 0
  grt_first_pass_wirelength_um: 22590
  antenna_found_initial: 0
  grt_pass1_vias: 3958
  grt_max_degree: 21
  grt_usage_pct: 16.46
timing:
  finalCritPeriodShare_pct: 97.62
  tightest_slew_ns: 0.6006
  final_hold_viol_count: 0
  max_slew_margin_pct: 59.83
  fmax_ghz: 0.3201
  fin_crit_ns: 3.124
  slew_viol_final: 0
  setup_viol: 0
  rsz0062_at_grt: "no"
clocking:
  path_clk_slew_ns: 0.06
  cts.sinks: 128
  cts-root-buf: "clkbuf_16"
  h-tree-depth: 4
  cts_tree: "yes"
  clockBufferDepth: 2
  cts_buffers: 17
setup_path:
  cp_max_fo: 5
  startpoint: "raddrA[2]"
  setup.worst_path.start_class: "primary input"
  critPathArrivalTime_ns: 2.48
  worstPathRequired_ns: 2.56
  cpMaxStageDelayCell: "clkdlybuf4s50_1"
  cp_slowest_stage_delay_ns: 0.70
  crit_type: "in -> out"
  path_common_cell: "clkdlybuf4s50_1"
  endpoint_kind: "output port"
  cp_cell_sequence: "clkdlybuf4s50_1 > mux4_2 > a21oi_1 > clkdlybuf4s50_1"
layout:
  top_register: "registers"
  fill_cells: 1764
  reg.largest.list: "registers (128)"
  largest_reg_flops: 128
  area_delta_synth_final_pct: 25.74
  finalNonFillerCells: 693
  drive_gt1_share_pct: 26.87
flow_run:
  warnings: 25
  cap_violations: 0
detailed_routing:
  ant_nets: 0
  viasPerCell: 5.206
  n_antenna_cell: 0
  wirelength_um: 15160
  drtIter0Drc: 153
  drc: 0
  drt_pre_antenna_iters: 4
  vias: 3608
  wl_per_cell_um: 21.88
worst_hold_path:
  min_from: "data_in[1]"
  hp-class: "in -> reg"
logic_synthesis:
  yosys_warnings: 1
  ys_ff: 128
  yosysUniqueCellTypes: 34
  syn_area_um2: 6033
  synth.avg_cell_area_um2: 18.17
  ys_area_um2: 6033
  netlist_instances: 332
  yosysCellCount: 332
  yosys.stat.seqShare_pct: 63.71
placed_design:
  placed_cells: 658
  port_buffers: 37
  dp_hpwl_um: 9788
  gp_congestion: 0.9152
status:
  status: "completed"
-- worst paths after layout --
kind | slack (ns) | cells after the start | end
max | 0.08 | 4 | data_outA[6]
min | 1.16 | 1 | registers[0][1]
-- cells in the mapped netlist, drive strengths merged --
library cell,number,area [um^2]
edfxtp,128,3844
mux4,44,1042
mux2i,30,300.3
nand2,25,93.84
buf,18,155.2
a22oi,16,120.1
nor2,14,52.55
mux2,7,78.83
o21ai,7,35.03
o22ai,7,43.79
a221oi,6,52.55
o2111ai,6,52.55
nand2b,4,25.02
nor3,3,15.01
and2,2,12.51
clkdlybuf4s25,2,20.02
nand3b,2,15.01
nor2b,2,12.51
a21oi,1,5.000
and2b,1,7.510
clkbuf,1,3.750
conb,1,3.750
dlymetal6s4s,1,12.51
inv,1,3.750
nand3,1,5.000
nor3b,1,12.51
or3b,1,8.760
-- cells in the final DEF (no fill, tap or decap), types with 3 or more instances in the layout --
cell type / instances
a221oi_1: 5
a22oi_1: 16
buf_12: 6
buf_4: 33
clkbuf_16: 17
clkdlybuf4s50_1: 32
clkinv_1: 4
clkinv_4: 3
conb_1: 8
dlygate4sd2_1: 3
edfxtp_1: 128
mux2_2: 7
mux2i_1: 30
mux4_1: 13
mux4_2: 30
nand2_1: 25
nand2b_1: 4
nor2_1: 14
nor3_1: 3
o2111ai_1: 5
o21ai_0: 4
o22ai_1: 7
-- kinds of logic (layout without fill, tap and decap cells) --
group / after synthesis / after routing / share of synthesized area [%]
DFF: 128 / 128 / 63.71
muxes: 81 / 81 / 23.56
and+or+nand+nor: 56 / 56 / 4.313
AOI/OAI and AO/OA: 43 / 43 / 5.122
buffers and inverters: 23 / 112 / 3.235
other: 1 / 8 / 0.06216
-- layout make-up --
| cell class | instances | area (um^2) | area share, % |
|---|---|---|---|
| multi-input cells | 188 | 2037 | 26.85 |
| flip-flops and latches | 128 | 3844 | 50.67 |
| inverters | 1 | 3.754 | 0.04948 |
| repair buffers | 79 | 800.8 | 10.56 |
| clock inverters | 15 | 143.9 | 1.897 |
| clock buffers | 17 | 425.4 | 5.608 |
| well taps | 265 | 331.6 | 4.371 |
-- where the power goes --
group	switching (mW)	internal (mW)	leakage, nW	total (mW)
Combinational	0.180	0.207	1.18	0.388
Clock	0.693	1.14	0.274	1.83
Sequential	0.0154	1.89	1.16	1.90
-- stage by stage --
| step | worst slack, ns | hold slack, ns | utilization, % | instance area (um^2) | TNS [ns] |
|---|---|---|---|---|---|
| 4_1_cts | 0.07854 | 1.163 | 38.72 | 7586 | 0 |
| 3_5_place_dp | -0.1341 | 1.595 | 35.36 | 6928 | -0.6310 |
| 5_1_grt | 0.001727 | 1.200 | 38.72 | 7586 | 0 |
| 2_1_floorplan | 0.9139 | 0.7389 | - | 6060 | 0 |
| 6_report | 0.07624 | 1.160 | 38.72 | 7586 | 0 |
| 3_3_place_gp | -0.1454 | 1.559 | 35.36 | 6928 | -0.6394 |
-- repair_timing --
action	4_1_cts	5_1_grt
endpoints found under the setup margin	9	0
buffers inserted	1	0
resized	9	0
hold buffers	0	0
-- per-layer routing --
| layer | up-vias | global-route usage (%) | share of wire [%] |
|---|---|---|---|
| met5 | - | 4.762 | 0.83 |
| met4 | 4 | 3.471 | 1.9 |
| met3 | 28 | 14.01 | 17 |
| met2 | 268 | 23.79 | 45 |
| met1 | 1734 | 18.24 | 35 |
| li1 | 1574 | - | - |
-- critical path: cells and delay by family --
kind,cells,cell delay (ns)
buffers and inverters,2,1.22
multiplexers,1,0.35
AND-OR/OR-AND,1,0.27
No activity file was given, so power comes from the tool's default toggle rates.
